## flow/run.sh

```bash
#!/bin/bash
# OpenROAD 26Q1-2900-gdf79404cd8, Yosys 0.63+post, stock flow scripts
make -C /OpenROAD-flow-scripts/flow DESIGN_CONFIG=/design/flow/config.mk WORK_HOME=/design/flow/orfs finish
```

## flow/config.mk

```make
export PLATFORM = sky130hd
export DESIGN_NAME = async_fifo
export DESIGN_NICKNAME = async_fifo
export VERILOG_FILES = /design/flow/design.v
export SDC_FILE = /design/flow/constraint.sdc
export NUM_CORES = 4
export LEC_CHECK = 1
export CORE_UTILIZATION = 40
```

## flow/constraint.sdc

```tcl
current_design async_fifo

set clk_period 4.8
set clk_io_pct 0.2

create_clock -name clk0 -period $clk_period [get_ports {rclk}]
create_clock -name clk1 -period $clk_period [get_ports {wclk}]

set non_clock_inputs [all_inputs -no_clocks]
set_input_delay [expr $clk_period * $clk_io_pct] -clock clk0 $non_clock_inputs
set_output_delay [expr $clk_period * $clk_io_pct] -clock clk0 [all_outputs]
```

## flow/design.v

```verilog
module async_fifo#
(
	parameter WIDTH = 8,
	parameter DEPTH = 13,
	parameter CELL_DEPTH = 16
)(
	input						wclk	,
	input						rclk	,
	input						rst_n 	,
	input						wr_en	,
	input		[WIDTH -1:0]	din		,
	input						rd_en	,
	output	reg [WIDTH -1:0] 	dout	,
	output 						wfull	,
	output						rempty
);
localparam	AW = $clog2(DEPTH);
reg [WIDTH -1:0] mem[0: DEPTH -1];
reg [AW :0] w_ptr_bin;
reg [AW :0] r_ptr_bin;
wire [AW :0] w_ptr_map;  
wire [AW :0] r_ptr_map;
wire [AW :0] w_ptr_gray;
wire [AW :0] r_ptr_gray;
reg [AW :0] w_ptr_gray_local;  
reg [AW :0] r_ptr_gray_local;
reg [AW :0] w_ptr_g2r;  
reg [AW :0] w_ptr_g2r_d0; 
reg [AW :0] w_ptr_g2r_d1; 
reg [AW :0] r_ptr_g2w;
reg [AW :0] r_ptr_g2w_d0;
reg [AW :0] r_ptr_g2w_d1; 
wire [AW :0] r2w_g2b_map;  
wire [AW :0] w2r_g2b_map; 
wire [AW :0] r2w_g2b; 	 
wire [AW :0] w2r_g2b; 
always@(posedge wclk or negedge rst_n) begin
	if(~rst_n)
		w_ptr_bin <= 'd0;
	else if(wr_en && !wfull) begin
		if(w_ptr_bin[AW-1:0] == DEPTH -1)
			w_ptr_bin <= {(!w_ptr_bin[AW]),{(AW){1'b0}}};
		else
			w_ptr_bin <= w_ptr_bin + 1;
	end
end
always@(posedge rclk or negedge rst_n) begin
	if(~rst_n)
		r_ptr_bin <= 'd0;
	else if(rd_en && !rempty) begin
		if(r_ptr_bin[AW-1:0] == DEPTH -1)
			r_ptr_bin <= {!(r_ptr_bin[AW]),{(AW){1'b0}}};
		else
			r_ptr_bin <= r_ptr_bin + 1;
	end
end
always@(posedge wclk) begin
	if(wr_en && !wfull)
		mem[w_ptr_bin[AW-1:0]] <= din;
end
always@(posedge rclk) begin
	if(rd_en && !rempty)
		dout <= mem[r_ptr_bin[AW-1:0]];
end
assign w_ptr_map = (w_ptr_bin[AW])? w_ptr_bin : w_ptr_bin + CELL_DEPTH - DEPTH ;  
assign r_ptr_map = (r_ptr_bin[AW])? r_ptr_bin : r_ptr_bin + CELL_DEPTH - DEPTH ;
assign w_ptr_gray = w_ptr_map ^ (w_ptr_map >> 1);
assign r_ptr_gray = r_ptr_map ^ (r_ptr_map >> 1);
always@(posedge wclk) begin
	if(~rst_n)
		w_ptr_gray_local <= 'd0;
	else
		w_ptr_gray_local <= w_ptr_gray;
end
always@(posedge rclk) begin
	if(~rst_n)
		r_ptr_gray_local <= 'd0;
	else
		r_ptr_gray_local <= r_ptr_gray;
end
always@(posedge wclk or negedge rst_n) begin
	if(~rst_n) begin
		r_ptr_g2w		<= 'd0 ;
		r_ptr_g2w_d0	<= 'd0 ;
		r_ptr_g2w_d1	<= 'd0 ;
	end
	else begin
		r_ptr_g2w		<= r_ptr_gray_local ;
	    r_ptr_g2w_d0	<= r_ptr_g2w ;
	    r_ptr_g2w_d1	<= r_ptr_g2w_d0;
	end	
end
always@(posedge rclk or negedge rst_n) begin
	if(~rst_n) begin
		w_ptr_g2r		<= 'd0 ;
		w_ptr_g2r_d0	<= 'd0 ;
		w_ptr_g2r_d1	<= 'd0 ;
	end
	else begin
		w_ptr_g2r		<= w_ptr_gray_local ;
	    w_ptr_g2r_d0	<= w_ptr_g2r ;
	    w_ptr_g2r_d1	<= w_ptr_g2r_d0;
	end	
end
assign r2w_g2b_map = g2b(r_ptr_g2w_d1);
assign w2r_g2b_map = g2b(w_ptr_g2r_d1);
assign r2w_g2b = (r2w_g2b_map[AW])? r2w_g2b_map : r2w_g2b_map-(CELL_DEPTH-DEPTH);
assign w2r_g2b = (w2r_g2b_map[AW])? w2r_g2b_map : w2r_g2b_map-(CELL_DEPTH-DEPTH);
assign wfull = r2w_g2b == {~w_ptr_bin[AW], w_ptr_bin[AW -1:0]};
assign rempty = w2r_g2b == r_ptr_bin;
  wire [AW:0] w_fifo_cnt = (w_ptr_bin  - r2w_g2b) 
                          & ((1<<(AW+1)) - 1);
  wire [AW:0] r_fifo_cnt = (w2r_g2b - r_ptr_bin) 
                          & ((1<<(AW+1)) - 1);
function [AW:0] g2b(input [AW:0] gray);
	integer i;
	begin
		g2b[AW] = gray[AW];
		for(i=AW-1;i>=0;i=i-1)
			g2b[i] = g2b[i+1]^gray[i];
	end
endfunction
endmodule
```

==> qor.yml <==
run_status:
  status: "complete, no violations"
grt:
  grt_usage_pct: 16.08
  grt_pass1_vias: 3483
  antenna_found_initial: 0
  gr-total-overflow: 0
  grt_max_degree: 51
  grt_pass1_wl_um: 18250
synthesis:
  synthesis.instances: 374
  simple_gate_area_share_pct: 4.983
  synth_area_um2: 6504
  synthAoiAreaFrac_pct: 4.117
  synth_cell_type_count: 48
  ys_seq_share_pct: 70.18
  topCellsByArea: "edfxtp_1 (52%), dfrtp_1 (15%), mux4_2 (11%), dfxtp_1 (3.1%), ha_1 (2.7%)"
  synth_top_cell_by_area: "edfxtp_1"
  ys_sh_xor_pct: 3.636
  ys_async_sr_fraction_pct: 24.69
  mux_share_pct: 11.97
  edf_count: 112
  yosys_cells: 374
  synth_top_area_share_pct: 51.71
  avgSynthCellArea_um2: 17.39
  yosysChipArea_um2: 6504
  flop_cell: "edfxtp_1"
  adder_share_pct: 2.693
  yosysWarnings: 1
  ys.flops: 162
  logic_family: "multiplexers"
cells_and_area:
  lay_top_cells: "edfxtp_1 (112), dfrtp_1 (39), mux4_2 (33)"
  layout_top_cell: "edfxtp_1"
  instances_no_fill: 649
  nFillCells: 1324
  synthToLayoutAreaGrowth_pct: 18.89
  comb_area_um2: 1782
  post_route_cells_drive_above_1_share_pct: 22.63
  post-route-util_pct: 48.68
  seqCellArea_um2: 4566
cts:
  hold_buffers: 0
  clkTransAtPathRegs_ps: 50
  cts_tree: "built"
  post-cts-setup-buffers: 0
  cts_resized: 0
  cts.sinks: 162
die:
  dieArea_um2: 16770
  die_w_um: 129.5
  chipHeight_um: 129.5
  num_io_pins: 23
  initCoreUtil_pct: 40.94
  core_um2: 15890
  rows: 46
route:
  dr_total_vias: 3221
  drt-initial-drc-count: 215
  firstDrtPassIters: 4
  wirelength_um: 11450
  drcViolationCount: 0
  n_antenna_cell: 0
  vias_per_cell: 4.963
  wire_per_inst_um: 17.64
  detail-route-antenna-nets: 0
final_timing:
  fin_skew_ps: 7.519
  final_hold_viol_count: 0
  worstMarginPinSlew_ps: 767.8
  rsz0062_at_grt: "no"
  max_slew_margin_pct: 48.81
  setup_tns_ps: 0
  drv_slew: 0
  setup_viol: 0
power_and_ir_drop:
  power_density_nw_per_um2: 671.4
  p_leak_nw: 2.787
  ir_worst_vdd_mv: 0.2933
placed_design:
  io_buffers: 21
  dp.cells: 609
  dp_hpwl_um: 7108
  place.gp.congestion: 0.7896
critical_path:
  cpMaxStageDelayCell: "dfrtp_1"
  crit_type: "flop to output port"
  cpMostUsedCell: "ha_1"
  cp_slowest_stage_delay_ps: 490
  start_kind: "flop"
  worstPathCellList: "xnor2_1 -> ha_1 -> inv_1 -> ha_1 -> inv_1 -> ha_1 -> xor2_1 -> or3_1 -> a211oi_1 -> and3_1 -> clkdlybuf4s50_1"
  cp.required_ps: 3840
  path_buffers: 3
  critPathTopFamily: "adder cells"
  critPathArrivalTime_ps: 3600
  cp_max_fo: 11
  endpoint_kind: "output port"
job:
  openroad.warnings: 32
  cap_viol_max_count: 0
hold_path:
  hp-class: "flop to flop"
-- layout make-up --
cell class	count	share of cell area (%)
timing repair buffer	39	4.401
clock inverter	14	1.424
multi-input combinational	174	23.04
clock buffer	26	7.718
inverter	18	0.8738
tap	216	3.495
sequential	162	59.05
-- synthesized netlist by cell type, types with 2 or more instances --
library cell,n
o211ai_1,2
a21boi_0,2
nor2_1,17
mux4_2,33
o21ai_0,7
nand3_1,4
dfxtp_1,10
mux2i_1,2
a31oi_1,2
inv_1,18
ha_1,14
xor2_1,7
nand2b_1,2
buf_4,2
xnor2_1,20
clkbuf_1,11
a211oi_1,3
dfrtp_1,40
a21oi_1,3
nand2_1,12
edfxtp_1,112
buf_2,6
and2_1,9
nor2b_1,6
nor3_1,7
-- flip-flops by register name, summed over array words and instances (netlist names) --
| register | flops |
|---|---|
| mem | 104 |
| dout | 8 |
| r_ptr_bin | 5 |
| r_ptr_g2w | 5 |
| r_ptr_g2w_d0 | 5 |
| r_ptr_g2w_d1 | 5 |
| r_ptr_gray_local | 5 |
| w_ptr_bin | 5 |
| w_ptr_g2r | 5 |
| w_ptr_g2r_d0 | 5 |
| w_ptr_g2r_d1 | 5 |
| w_ptr_gray_local | 5 |
-- path summary, 6_finish.rpt --
path / startpoint / endpoint / slack, ps / depth (start not counted)
max: r_ptr_g2w_d1[4]$_DFF_PN0_ / wfull / 240 / 11
min: r_ptr_gray_local[1]$_SDFF_PN0_ / r_ptr_g2w[1]$_DFF_PN0_ / 200 / 0
max reg2reg: w_ptr_g2r_d1[4]$_DFF_PN0_ / dout[1]$_DFFE_PP_ / 1170 / 11
min reg2reg: r_ptr_gray_local[1]$_SDFF_PN0_ / r_ptr_g2w[1]$_DFF_PN0_ / 200 / 0
max in group clk1: r_ptr_g2w_d1[4]$_DFF_PN0_ / mem[0][5]$_DFFE_PP_ / 1270 / 14
max in group asynchronous: rst_n / r_ptr_bin[0]$_DFFE_PN0P_ / 3640 / 2
min in group clk0: w_ptr_g2r_d0[0]$_DFF_PN0_ / w_ptr_g2r_d1[0]$_DFF_PN0_ / 350 / 0
min in group asynchronous: rst_n / w_ptr_bin[3]$_DFFE_PN0P_ / 610 / 2
-- through the flow --
| stage | hold slack, ps | area (µm²) | power [mW] | worst slack [ps] |
|---|---|---|---|---|
| floorplan | 316.3 | 6504 | 3.282 | 1283 |
| global placement | 322.0 | 7025 | 3.706 | 726.1 |
| detailed placement | 322.6 | 7025 | 3.730 | 633.3 |
| CTS | 192.9 | 7732 | 5.254 | 234.7 |
| global route | 193.7 | 7732 | 5.508 | 46.74 |
| finish | 198.2 | 7732 | 5.192 | 237.3 |
-- logic make-up after synthesis --
group,count (synthesis)
multiplexers,36
adder cells (fa/ha/maj),14
AND/OR/NAND/NOR,63
flip-flops,162
buffers and inverters,38
AND-OR/OR-AND,34
XOR/XNOR,27
-- power by group --
group | switching [mW] | leakage, nW | total, mW | internal [mW]
logic | 0.804 | 0.841 | 1.67 | 0.869
clock network | 0.597 | 0.340 | 1.50 | 0.905
registers | 0.190 | 1.61 | 2.02 | 1.83
total | 1.59 | 2.79 | 5.19 | 3.60
-- layer usage --
metal  vias to the layer above  global-route usage (%)  routed length (µm)
met5                         -                       0                   0
met4                         0                   2.668                 244
met3                        19                   8.621                 979
met2                        90                   24.83                5446
met1                      1614                   21.77                4780
li1                       1498                       -                   -
No activity file was given, so power comes from the tool's default toggle rates.
